==> flow/design.v <==
module lpc (
	lpc_clk,
	lpc_data,
	lpc_frame,
	tx_data,
	tx_data_valid,
	tx_busy
);
	reg rd = 0;
	reg lpc_data_out = 0;
	reg [3:0] out_data = 4'hf;
	input lpc_clk;
	inout [3:0] lpc_data;
	input lpc_frame;
	output [7:0] tx_data;
	output tx_data_valid;
	input tx_busy;
	wire lpc_clk;
	wire tx_busy;
	assign lpc_data = lpc_data_out ? out_data : 4'bZ;
	wire lpc_frame;
	reg [7:0] tx_data = 0;
	reg tx_data_valid = 0;
	parameter START = 0;
	parameter CTDIR = 1;
	parameter ADDR0 = 2;
	parameter ADDR1 = 3;
	parameter ADDR2 = 4;
	parameter ADDR3 = 5;
	parameter WDATA0 = 6;
	parameter WDATA1 = 7;
	parameter TAR0 = 8;
	parameter SYNC0 = 9;
	parameter SYNC1 = 10;
	parameter RDATA0 = 11;
	parameter RDATA1 = 12;
	parameter TAR1 = 13;
	reg [3:0] state = START;
    reg status_port = 0;
    reg data_port = 0;
	always @(posedge lpc_clk)
	begin
		if (lpc_frame == 0)
		begin
			if (lpc_data == 0)
				state <= CTDIR;
			else
				state <= START;
		end
		else
		begin
			case (state)
			START:
				tx_data_valid <= 0;
			CTDIR:
				if (lpc_data == 0)
				begin
					rd <= 1;
					state <= ADDR0;
				end
				else if (lpc_data == 2)
				begin
					rd <= 0;
					state <= ADDR0;
				end
				else
					state <= START;
			ADDR0:
				if (lpc_data == 0)
					state <= ADDR1;
				else
					state <= START;
			ADDR1:
				if (lpc_data == 3)
					state <= ADDR2;
				else
					state <= START;
			ADDR2:
				if (lpc_data == 4'hf)
					state <= ADDR3;
				else
					state <= START;
			ADDR3:
                begin
                    data_port <= (lpc_data[3:0] == 4'h8);
                    status_port <= (lpc_data[3:0] == 4'hd);
                    if (rd == 1)
                        state <= TAR0;
                    else
                        state <= WDATA0;
                end
			WDATA0:
                begin
                    state <= WDATA1;
                    if (data_port)
                        tx_data[3:0] <= lpc_data;
                end
			WDATA1:
                begin
                    if (data_port)
                        tx_data[7:4] <= lpc_data;
                    state <= TAR0;
                end
			TAR0:
                begin
                    out_data <= 4'h5;
                    lpc_data_out <= 1;
                    state <= SYNC0;
                end
			SYNC0:
                begin
                    out_data <= 4'h5;
                    state <= SYNC1;
                end
			SYNC1:
                begin
                    out_data <= 4'h0;
                    if (rd)
                        state <= RDATA0;
                    else
                    begin
                        if (data_port)
                            tx_data_valid <= 1;
                        state <= TAR1;
                    end
                end
			RDATA0:
                begin
                    out_data <= 4'hf;
    				if (status_port)
    					out_data <= 0;
                    state <= RDATA1;
                end
			RDATA1:
                begin
                    out_data <= 4'hf;
    				if (status_port)
    					out_data <= (tx_busy ? 4'h0 : 4'h6);
                    state <= TAR1;
                end
			TAR1:
                begin
                    lpc_data_out <= 0;
                    state <= START;
                end
			endcase
		end
	end
endmodule
==> flow/run.sh <==
#!/bin/bash
# OpenROAD 26Q1-2900-gdf79404cd8, Yosys 0.63+post, stock flow scripts
make -C /OpenROAD-flow-scripts/flow DESIGN_CONFIG=/design/flow/config.mk WORK_HOME=/design/flow/orfs finish
==> flow/config.mk <==
export PLATFORM = sky130hd
export DESIGN_NAME = lpc
export DESIGN_NICKNAME = lpc
export VERILOG_FILES = /design/flow/design.v
export SDC_FILE = /design/flow/constraint.sdc
export NUM_CORES = 4
export LEC_CHECK = 1
export CORE_AREA = 10 10 86 86
export DIE_AREA = 0 0 96 96
==> flow/constraint.sdc <==
current_design lpc

set clk_period 2.9
set clk_io_pct 0.2

create_clock -name clk0 -period $clk_period [get_ports {lpc_clk}]

set non_clock_inputs [all_inputs -no_clocks]
set_input_delay [expr $clk_period * $clk_io_pct] -clock clk0 $non_clock_inputs
set_output_delay [expr $clk_period * $clk_io_pct] -clock clk0 [all_outputs]
==> results.toml <==
# flow metrics
[outcome]
status = "did not finish"
lastStage = "4_1_cts"
stop_error = "[error] [KeplerFormal.cpp:679] Workflow failed: Iso has multiple drivers: .lpc_data0, lpc_data[0]$_DFFE_PP_.Q0"

[clocking]
cts_hold_buffers = 0
clock_sinks = 20
cts_setup_buffers = 0
cts-root-buf = "clkbuf_8"
cts_buffers = 3
h-tree-depth = 1
postCtsResizedCells = 0
clockBufferDepth = 2

[die]
ios = 16
die_h_um = 96
fp_util = 0.1836
dieWidth_um = 96
rows = 27

[logic_synthesis]
ys_cells = 93
yosysUniqueCellTypes = 30
numSynthFlops = 20
yosysChipArea_sq_mm = 0.001017
synth_cells = 93
yosysWarnings = 2
seq_area_frac_synth = 0.5904
ff_type = "edfxtp_1"
edf_count = 20
syn_area_sq_mm = 0.001017
avgSynthCellArea_sq_um = 10.94
synthArstFlopShare = 0

[placed_design]
gp_congestion = 0.7529
hpwl_mm = 1.493
io_buffers = 11
==> stage by stage <==
step / power (mW) / area, sq um / std cells / hold WS (ns) / worst slack (ns)
global placement: 0.7924 / 1191 / 170 / 0.6211 / 0.8731
floorplan: 0.7214 / 1017 / 93 / 0.5300 / 1.343
detailed placement: 0.7924 / 1191 / 170 / 0.6178 / 0.8778
==> cells in the mapped netlist, drive strengths merged, types with 2 or more instances <==
master,n,area share
edfxtp,20,0.59
nor2,10,0.037
nand2,9,0.033
nor2b,5,0.031
nand3,4,0.020
o21ai,4,0.020
buf,3,0.015
clkbuf,3,0.011
nor3b,3,0.022
nor4,3,0.018
o21a,3,0.022
a211oi,2,0.015
a21boi,2,0.015
a21oi,2,0.0098
and3,2,0.012
and4,2,0.017
nand2b,2,0.012
or3,2,0.012
==> logic make-up after synthesis <==
family | after synthesis | synth area share
DFF | 20 | 0.5904
and+or+nand+nor | 46 | 0.2448
AOI/OAI and AO/OA | 20 | 0.1353
buffers and inverters | 7 | 0.02951
Power figures rest on the tool's default switching activity, not on a simulated workload.
