==> design/flow/design.v <==
module device (
	lpc_clk,
	lpc_data,
	lpc_frame,
    uart_tx
);
	reg rd = 0;
	reg lpc_data_out = 0;
	reg [3:0] out_data = 4'hf;
	input lpc_clk;
	inout [3:0] lpc_data;
	input lpc_frame;
	assign lpc_data = lpc_data_out ? out_data : 4'bZ;
	reg [7:0] tx_data = 0;
	reg tx_data_valid = 0;
	parameter LPC_START = 0;
	parameter LPC_CTDIR = 1;
	parameter LPC_ADDR0 = 2;
	parameter LPC_ADDR1 = 3;
	parameter LPC_ADDR2 = 4;
	parameter LPC_ADDR3 = 5;
	parameter LPC_WDATA0 = 6;
	parameter LPC_WDATA1 = 7;
	parameter LPC_TAR0 = 8;
	parameter LPC_SYNC0 = 9;
	parameter LPC_SYNC1 = 10;
	parameter LPC_RDATA0 = 11;
	parameter LPC_RDATA1 = 12;
	parameter LPC_TAR1 = 13;
	reg [3:0] lpc_state = LPC_START;
    reg status_port = 0;
    reg data_port = 0;
	reg txr = 1;
    output uart_tx;
    assign uart_tx = txr;
	wire tx_busy;
	parameter DIVISOR = 1736;
	reg [10:0] divisor = 0;
	parameter TX_IDLE = 0;
	parameter TX_ENABLE = 1;
	parameter TX_START = 2;
	parameter TX_DATA0 = 3;
	parameter TX_DATA1 = 4;
	parameter TX_DATA2 = 5;
	parameter TX_DATA3 = 6;
	parameter TX_DATA4 = 7;
	parameter TX_DATA5 = 8;
	parameter TX_DATA6 = 9;
	parameter TX_DATA7 = 10;
	parameter TX_STOP = 11;
	reg [3:0] tx_state = TX_IDLE;
	assign tx_busy = (tx_state > TX_IDLE);
	always @(posedge lpc_clk)
	begin
		if (tx_data_valid == 1 && tx_state == TX_IDLE)
			tx_state = TX_ENABLE;
		if (divisor == DIVISOR)
		begin
			divisor <= 0;
			if (tx_state > TX_IDLE && tx_state < TX_STOP)
				tx_state = tx_state + 1;
			else
				tx_state = TX_IDLE;
			case (tx_state)
			TX_IDLE: txr <= 1;
			TX_START: txr <= 0;
			TX_DATA0: txr <= tx_data[0];
			TX_DATA1: txr <= tx_data[1];
			TX_DATA2: txr <= tx_data[2];
			TX_DATA3: txr <= tx_data[3];
			TX_DATA4: txr <= tx_data[4];
			TX_DATA5: txr <= tx_data[5];
			TX_DATA6: txr <= tx_data[6];
			TX_DATA7: txr <= tx_data[7];
			TX_STOP: txr <= 1;
			endcase
		end
		else
			divisor <= divisor + 1;
		if (lpc_frame == 0)
		begin
			if (lpc_data == 0)
				lpc_state <= LPC_CTDIR;
			else
				lpc_state <= LPC_START;
		end
		else
		begin
			case (lpc_state)
			LPC_START:
				tx_data_valid <= 0;
			LPC_CTDIR:
				if (lpc_data == 0)
				begin
					rd <= 1;
					lpc_state <= LPC_ADDR0;
				end
				else if (lpc_data == 2)
				begin
					rd <= 0;
					lpc_state <= LPC_ADDR0;
				end
				else
					lpc_state <= LPC_START;
			LPC_ADDR0:
				if (lpc_data == 0)
					lpc_state <= LPC_ADDR1;
				else
					lpc_state <= LPC_START;
			LPC_ADDR1:
				if (lpc_data == 3)
					lpc_state <= LPC_ADDR2;
				else
					lpc_state <= LPC_START;
			LPC_ADDR2:
				if (lpc_data == 4'hf)
					lpc_state <= LPC_ADDR3;
				else
					lpc_state <= LPC_START;
			LPC_ADDR3:
                begin
                    data_port <= (lpc_data[3:0] == 4'h8);
                    status_port <= (lpc_data[3:0] == 4'hd);
                    if (rd == 1)
                        lpc_state <= LPC_TAR0;
                    else
                        lpc_state <= LPC_WDATA0;
                end
			LPC_WDATA0:
                begin
                    lpc_state <= LPC_WDATA1;
                    if (data_port)
                        tx_data[3:0] <= lpc_data;
                end
			LPC_WDATA1:
                begin
                    if (data_port)
                        tx_data[7:4] <= lpc_data;
                    lpc_state <= LPC_TAR0;
                end
			LPC_TAR0:
                begin
                    out_data <= 4'h5;
                    lpc_data_out <= 1;
                    lpc_state <= LPC_SYNC0;
                end
			LPC_SYNC0:
                begin
                    out_data <= 4'h5;
                    lpc_state <= LPC_SYNC1;
                end
			LPC_SYNC1:
                begin
                    out_data <= 4'h0;
                    if (rd)
                        lpc_state <= LPC_RDATA0;
                    else
                    begin
                        if (data_port)
                            tx_data_valid <= 1;
                        lpc_state <= LPC_TAR1;
                    end
                end
			LPC_RDATA0:
                begin
                    out_data <= 4'hf;
    				if (status_port)
    					out_data <= 0;
                    lpc_state <= LPC_RDATA1;
                end
			LPC_RDATA1:
                begin
                    out_data <= 4'hf;
    				if (status_port)
    					out_data <= (tx_busy ? 4'h0 : 4'h6);
                    lpc_state <= LPC_TAR1;
                end
			LPC_TAR1:
                begin
                    lpc_data_out <= 0;
                    lpc_state <= LPC_START;
                end
			endcase
		end
	end
endmodule
==> design/flow/run.sh <==
#!/bin/bash
# OpenROAD 26Q1-2900-gdf79404cd8, Yosys 0.63+post, stock flow scripts
make -C /OpenROAD-flow-scripts/flow DESIGN_CONFIG=/design/flow/config.mk WORK_HOME=/design/flow/orfs finish
==> design/flow/config.mk <==
export PLATFORM = sky130hd
export DESIGN_NAME = device
export DESIGN_NICKNAME = device
export VERILOG_FILES = /design/flow/design.v
export SDC_FILE = /design/flow/constraint.sdc
export NUM_CORES = 4
export LEC_CHECK = 1
export CORE_AREA = 10 10 110 110
export DIE_AREA = 0 0 120 120
==> design/flow/constraint.sdc <==
current_design device

set clk_period 4.0
set clk_io_pct 0.2

create_clock -name clk0 -period $clk_period [get_ports {lpc_clk}]

set non_clock_inputs [all_inputs -no_clocks]
set_input_delay [expr $clk_period * $clk_io_pct] -clock clk0 $non_clock_inputs
set_output_delay [expr $clk_period * $clk_io_pct] -clock clk0 [all_outputs]
==> impl_metrics.yaml <==
# generated from flow reports
clock_tree:
  postCtsHoldBufs: 0
  clock_path_buffers: 2
  htreeDepth: 2
  post_cts_buffers: 0
  cts.sinks: 36
  cts-root-buf: "clkbuf_8"
  cts-resized-gates: 0
  numCtsBuffers: 5
run_status:
  stop_stage: "4_1_cts"
  status: "aborted with a tool error"
  error: "[error] [KeplerFormal.cpp:679] Workflow failed: Iso has multiple drivers: .lpc_data0, lpc_data[0]$_DFFE_PP_.Q0"
die:
  die_w_um: 120
  fp_util_pct: 19.46
  die_y_um: 120
  ios: 7
  rows: 36
synth:
  synth_area_um2: 1902
  ys_cells: 181
  seq_area_frac_synth_pct: 48.95
  synth-edff-count: 21
  postSynthAreaPerCell_um2: 10.51
  synth_area_leader_cell: "edfxtp_1"
  numSynthFlops: 36
  postSynthCellCount: 181
  area_leaders: "edfxtp_1 (33%), dfxtp_1 (16%), o21ai_0 (3.7%)"
  yosys_area_um2: 1902
  async_flop_share_pct: 0
  ys_warn_count: 2
  yosysTopAreaCellShare_pct: 33.16
  ys.flop_type: "edfxtp_1"
  synth_cell_type_count: 54
placed_design:
  place.gp.congestion: 0.8130
  port_buffers: 2
  dp_hpwl_um: 2378
  dp_cells: 305
## cell usage after synthesis, types with 2 or more instances
cell / number
a21oi_1: 5
and2_1: 2
and3_1: 7
buf_6: 3
clkbuf_1: 8
dfxtp_1: 15
edfxtp_1: 21
ha_1: 3
inv_1: 11
nand2_1: 8
nand3_1: 6
nand3b_1: 3
nand4_1: 5
nor2_1: 15
nor4_1: 3
nor4b_1: 3
o2111ai_1: 2
o211ai_1: 2
o21a_1: 3
o21ai_0: 14
xnor2_1: 4
xor2_1: 6
## cells by family after synthesis
logic type	after synthesis	synth area share, %
DFF	36	48.95
adders and majority gates	3	1.974
and+or+nand+nor	66	21.71
muxes	2	1.974
xor gates and xnor gates	10	4.605
buffers and inverters	22	5.526
AOI/OAI and AO/OA	42	15.26
## stage by stage
stage               worst slack (ns)  power (mW)  utilization, %  instance area (um^2)  hold WS, ns
floorplan                      1.599      0.6669               -                  1902       0.4366
global placement               1.526      0.7134           20.71                  2024       0.4644
detailed placement             1.434      0.7112           20.71                  2024       0.4626
Power figures rest on the tool's default switching activity, not on a simulated workload.
